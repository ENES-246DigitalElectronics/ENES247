**flow/config.mk**
```make
export PLATFORM = sky130hd
export DESIGN_NAME = binary6Bit_to_2digitBCD
export DESIGN_NICKNAME = binary6Bit_to_2digitBCD
export VERILOG_FILES = /design/flow/design.v
export SDC_FILE = /design/flow/constraint.sdc
export NUM_CORES = 4
export LEC_CHECK = 1
export CORE_AREA = 10 10 70 70
export DIE_AREA = 0 0 80 80
```
**flow/constraint.sdc**
```tcl
current_design binary6Bit_to_2digitBCD

set clk_period 1.2
set clk_io_pct 0.2

create_clock -name clk0 -period $clk_period

set non_clock_inputs [all_inputs -no_clocks]
set_input_delay [expr $clk_period * $clk_io_pct] -clock clk0 $non_clock_inputs
set_output_delay [expr $clk_period * $clk_io_pct] -clock clk0 [all_outputs]
```
**flow/design.v**
```verilog
`timescale 1ns / 1ps
module binary6Bit_to_2digitBCD (
    input [5:0] addr,
    output [7:0] data
    );
    reg [7:0] binary6Bit_to_2digitBCD_ROM [0:59];
    initial
    begin
       binary6Bit_to_2digitBCD_ROM[0] = 8'b0000_0000; 
       binary6Bit_to_2digitBCD_ROM[1] = 8'b0000_0001; 
       binary6Bit_to_2digitBCD_ROM[2] = 8'b0000_0010; 
       binary6Bit_to_2digitBCD_ROM[3] = 8'b0000_0011; 
       binary6Bit_to_2digitBCD_ROM[4] = 8'b0000_0100; 
       binary6Bit_to_2digitBCD_ROM[5] = 8'b0000_0101; 
       binary6Bit_to_2digitBCD_ROM[6] = 8'b0000_0110; 
       binary6Bit_to_2digitBCD_ROM[7] = 8'b0000_0111; 
       binary6Bit_to_2digitBCD_ROM[8] = 8'b0000_1000; 
       binary6Bit_to_2digitBCD_ROM[9] = 8'b0000_1001; 
       binary6Bit_to_2digitBCD_ROM[10] = 8'b0001_0000; 
       binary6Bit_to_2digitBCD_ROM[11] = 8'b0001_0001; 
       binary6Bit_to_2digitBCD_ROM[12] = 8'b0001_0010; 
       binary6Bit_to_2digitBCD_ROM[13] = 8'b0001_0011; 
       binary6Bit_to_2digitBCD_ROM[14] = 8'b0001_0100; 
       binary6Bit_to_2digitBCD_ROM[15] = 8'b0001_0101; 
       binary6Bit_to_2digitBCD_ROM[16] = 8'b0001_0110; 
       binary6Bit_to_2digitBCD_ROM[17] = 8'b0001_0111; 
       binary6Bit_to_2digitBCD_ROM[18] = 8'b0001_1000; 
       binary6Bit_to_2digitBCD_ROM[19] = 8'b0001_1001; 
       binary6Bit_to_2digitBCD_ROM[20] = 8'b0010_0000; 
       binary6Bit_to_2digitBCD_ROM[21] = 8'b0010_0001; 
       binary6Bit_to_2digitBCD_ROM[22] = 8'b0010_0010; 
       binary6Bit_to_2digitBCD_ROM[23] = 8'b0010_0011; 
       binary6Bit_to_2digitBCD_ROM[24] = 8'b0010_0100; 
       binary6Bit_to_2digitBCD_ROM[25] = 8'b0010_0101; 
       binary6Bit_to_2digitBCD_ROM[26] = 8'b0010_0110; 
       binary6Bit_to_2digitBCD_ROM[27] = 8'b0010_0111; 
       binary6Bit_to_2digitBCD_ROM[28] = 8'b0010_1000; 
       binary6Bit_to_2digitBCD_ROM[29] = 8'b0010_1001; 
       binary6Bit_to_2digitBCD_ROM[30] = 8'b0011_0000; 
       binary6Bit_to_2digitBCD_ROM[31] = 8'b0011_0001; 
       binary6Bit_to_2digitBCD_ROM[32] = 8'b0011_0010; 
       binary6Bit_to_2digitBCD_ROM[33] = 8'b0011_0011; 
       binary6Bit_to_2digitBCD_ROM[34] = 8'b0011_0100; 
       binary6Bit_to_2digitBCD_ROM[35] = 8'b0011_0101; 
       binary6Bit_to_2digitBCD_ROM[36] = 8'b0011_0110; 
       binary6Bit_to_2digitBCD_ROM[37] = 8'b0011_0111; 
       binary6Bit_to_2digitBCD_ROM[38] = 8'b0011_1000; 
       binary6Bit_to_2digitBCD_ROM[39] = 8'b0011_1001; 
       binary6Bit_to_2digitBCD_ROM[40] = 8'b0100_0000; 
       binary6Bit_to_2digitBCD_ROM[41] = 8'b0100_0001; 
       binary6Bit_to_2digitBCD_ROM[42] = 8'b0100_0010; 
       binary6Bit_to_2digitBCD_ROM[43] = 8'b0100_0011; 
       binary6Bit_to_2digitBCD_ROM[44] = 8'b0100_0100; 
       binary6Bit_to_2digitBCD_ROM[45] = 8'b0100_0101; 
       binary6Bit_to_2digitBCD_ROM[46] = 8'b0100_0110; 
       binary6Bit_to_2digitBCD_ROM[47] = 8'b0100_0111; 
       binary6Bit_to_2digitBCD_ROM[48] = 8'b0100_1000; 
       binary6Bit_to_2digitBCD_ROM[49] = 8'b0100_1001; 
       binary6Bit_to_2digitBCD_ROM[50] = 8'b0101_0000; 
       binary6Bit_to_2digitBCD_ROM[51] = 8'b0101_0001; 
       binary6Bit_to_2digitBCD_ROM[52] = 8'b0101_0010; 
       binary6Bit_to_2digitBCD_ROM[53] = 8'b0101_0011; 
       binary6Bit_to_2digitBCD_ROM[54] = 8'b0101_0100; 
       binary6Bit_to_2digitBCD_ROM[55] = 8'b0101_0101; 
       binary6Bit_to_2digitBCD_ROM[56] = 8'b0101_0110; 
       binary6Bit_to_2digitBCD_ROM[57] = 8'b0101_0111; 
       binary6Bit_to_2digitBCD_ROM[58] = 8'b0101_1000; 
       binary6Bit_to_2digitBCD_ROM[59] = 8'b0101_1001; 
    end    
    assign data=binary6Bit_to_2digitBCD_ROM[addr];
endmodule
```
**flow/run.sh**
```bash
#!/bin/bash
# OpenROAD 26Q1-2900-gdf79404cd8, Yosys 0.63+post, stock flow scripts
make -C /OpenROAD-flow-scripts/flow DESIGN_CONFIG=/design/flow/config.mk WORK_HOME=/design/flow/orfs finish
```
==> notes.md <==
Flow results.

- The number of filler cells placed in the layout is 366.
- The final period demand of the worst path is 1.72 ns.
- The die extent in x is 80 um.
- The class of the tightest hold or removal check is in2out.
- For this run, the share of the core covered by cells in the final layout is 23.7%.
- Summing the areas of all fa, ha and maj instances in the mapped netlist gives 16.7% of the synthesized area.
- The synthesized area per cell is 7.06 um^2.
- The proportion of layout cells with a drive suffix above 1 is 61.7%.
- The share of synthesized cell area in and-or and or-and compound cells is 26.8%.
- The synthesis run identifies the leading combinational cell family as AND-OR/OR-AND gates.
- The via count of the first global-routing pass is 460.
- The post-synthesis cell type with the largest combined area is sky130_fd_sc_hd__ha_1.
- The initial antenna violation count is 0.
- After the first detailed-routing iteration, the DRC count stood at 14.
- The post-layout total power is 0.272 mW.
- The run reported a max-capacitance violation count of 0.
- The vertical extent of the die is 80 um.
- After detailed routing, the met2 layer carries 639 um of wire.
- Setup repair after global routing could not meet its margin everywhere.
- Per the summary, power density relative to cell area is 335 nW/um^2.
- After detailed routing, the wire length on met1 is 607 um.
- Sequential elements use 0% of the synthesized area.
- The number of failing hold endpoints at the final stage is 0.
- Combinational logic is responsible for 100.0% of the overall power.
- The parity-gate share of the synthesized area counting xor and xnor cells is 2.34%.
- The number of antenna diodes in the final layout is 0.
- The cell area that synthesis handed to floorplanning was 374 um^2.
- After detailed routing, the average wire length per cell comes to 10.1 um.
- The floorplan utilization is 11.0%.
- The final timing summary puts the cycle share of the worst path at 143%.
- The first global-routing pass estimated 2090 um of wire.
- The number of pins exceeding their max-slew limit in the final report is 0.
- Once detail routing completed, the nets flagged for antenna violations numbered 0.
- The total number of warnings across the stage logs is 39.
- The detailed-route vias per instance is 3.61.
- The first detailed-routing pass ran for 2 iterations.
- The sum of overflow across all layers after global routing is 0.
- Per report_power, the clock group accounts for 0% of the total.
- The relative area change from synthesis to final layout is 117%.
- Of the total synthesized cell area, the portion taken by AND, OR, NAND and NOR gates is 23.7%.
- Routability-driven placement finished with a final weighted congestion of 0.802.
- The portion of synthesized cell area occupied by the leading cell type is 16.7%.
- Data on the critical path arrives at its endpoint at 1.48 ns.
- In this run the tool buffered the top-level ports with 11 buffer cells.
- The required time at the endpoint of the critical path is 0.96 ns.
- The final standard cell count with taps included and fillers excluded is 127.
- The most critical setup path has its startpoint at addr[2].
- The number of vias after detailed routing is 459.
- STA lists the startpoint of the worst hold path as addr[0].
- The number of setup violations in the final report is 4.
- The detailed placer reported the number of placed instances as 117.
- The critical path capture point type is an output port.
- Summing all multi-input logic gate instances after layout gives 407 um^2.
- The total leakage power is 0.356 nW.
- In the post-synthesis netlist, the biggest area contributors are sky130_fd_sc_hd__ha_1, sky130_fd_sc_hd__a2111oi_0, sky130_fd_sc_hd__buf_4.
- The area fraction in mux cells is 11.7%.
- The power report attributes to the sequential group a share of 0%.
- The routed layout reports a DRC error count of 0.
- The post-synthesis chip area from yosys is 374 um^2.
- The total of clock buffers placed in the layout is 0.
- The detailed router reports a met3 wire length of 40 um.
- Per the breakdown, switching nets consume 40.7% of all power.
- Per the Yosys statistics, synthesis produced 53 cells.
- The netlist uses 28 different library cells.
- The highest supply drop recorded on VDD is 89.5 uV.
- Of all nets on the critical path, the largest fanout is 3.
- The detailed placement HPWL is 877 um.
- 14 I/O pins were placed.
- The sequential cell count is 0.
- Summed over all routing layers, the global router reports a total usage of 3.82%.
- The total number of placement rows is 21.
- The internal portion of the total power is 0.161 mW.
- The highest signal layer in the routed design is met3.
- The chip area is 6400 um^2.
- The floorplan step defined a core boundary enclosing 3420 um^2.
- The warning count from the yosys run is 1.
- The tightest hold path in the finished design has a slack of 0.480 ns.
- Timing would allow up to 583 MHz.
- The register area is 0 um^2.
- The net switching power is 0.111 mW.
- The checks that failed: negative setup slack.
- The gate count after technology mapping is 53.
- For this design, the CTS-stage hold fixing added 0 buffers.
- STA classifies the critical path startpoint as an input pin.
- Entering global routing, the biggest net connects 9 pins.
- The run finished, with violations left.
- Summed over all layers, the routed wires come to 1290 um.
- The slack of the critical path is -0.516 ns.
- The critical path is of the in2out type.
[area by class of cell]
| class | count | area share (%) |
|---|---|---|
| multi-input cells | 41 | 50.2 |
| repair buffers | 34 | 37.5 |
| well taps | 46 | 7.10 |
| inverters | 6 | 5.25 |
[path summary, 6_finish.rpt]
kind / endpoint / depth (start not counted)
worst max-delay path: data[1] / 7
worst min-delay path: data[0] / 0
[layout by cell type, fill, tap and decap left out, types with 2 or more instances in the layout]
| master | n |
|---|---|
| sky130_fd_sc_hd__nand2b_1 | 2 |
| sky130_fd_sc_hd__o21ai_1 | 3 |
| sky130_fd_sc_hd__ha_1 | 2 |
| sky130_fd_sc_hd__buf_4 | 14 |
| sky130_fd_sc_hd__inv_1 | 3 |
| sky130_fd_sc_hd__nor2b_1 | 2 |
| sky130_fd_sc_hd__buf_6 | 11 |
| sky130_fd_sc_hd__ha_4 | 3 |
| sky130_fd_sc_hd__nand2_1 | 3 |
| sky130_fd_sc_hd__a21oi_1 | 2 |
| sky130_fd_sc_hd__buf_12 | 2 |
| sky130_fd_sc_hd__nor2_1 | 2 |
| sky130_fd_sc_hd__nor2_4 | 2 |
| sky130_fd_sc_hd__buf_2 | 7 |
[per-layer routing]
layer / GRT usage, % / vias to the layer above
li1: - / 238
met1: 5.03 / 216
met2: 6.82 / 5
met3: 0.455 / 0
met4: 0 / 0
met5: 0 / -
[cell usage after synthesis]
cell type and instances:
sky130_fd_sc_hd__buf_4 3, sky130_fd_sc_hd__nor3b_1 1, sky130_fd_sc_hd__ha_1 5, sky130_fd_sc_hd__and2b_1 1
sky130_fd_sc_hd__a31oi_1 1, sky130_fd_sc_hd__nand2b_1 2, sky130_fd_sc_hd__nand2_1 3, sky130_fd_sc_hd__buf_2 2
sky130_fd_sc_hd__nor2b_1 3, sky130_fd_sc_hd__a211o_1 1, sky130_fd_sc_hd__or2_2 1, sky130_fd_sc_hd__buf_6 1
sky130_fd_sc_hd__xnor2_1 1, sky130_fd_sc_hd__nor2_1 4, sky130_fd_sc_hd__o21ai_0 3, sky130_fd_sc_hd__a21oi_1 2
sky130_fd_sc_hd__nand3_1 1, sky130_fd_sc_hd__conb_1 1, sky130_fd_sc_hd__mux2_2 1, sky130_fd_sc_hd__a21o_1 1
sky130_fd_sc_hd__nor3_1 1, sky130_fd_sc_hd__inv_1 6, sky130_fd_sc_hd__a2bb2oi_1 1, sky130_fd_sc_hd__a2111oi_0 3
sky130_fd_sc_hd__o32ai_1 1, sky130_fd_sc_hd__mux2i_1 1, sky130_fd_sc_hd__a22o_1 1, sky130_fd_sc_hd__mux4_2 1
[worst max-delay path, cell delays in order]
cell	delay (ns)
sky130_fd_sc_hd__buf_6	0.09
sky130_fd_sc_hd__inv_8	0.03
sky130_fd_sc_hd__ha_4	0.25
sky130_fd_sc_hd__inv_2	0.03
sky130_fd_sc_hd__mux4_2	0.44
sky130_fd_sc_hd__a211o_1	0.27
sky130_fd_sc_hd__buf_2	0.11
[cell families after synthesis]
logic type | Yosys count
simple gates | 17
compound gates | 14
buf+inv | 12
fa+ha+maj | 5
mux | 3
xor+xnor | 1
other cells | 1
[timing repair]
item                       CTS  global route
setup endpoints to repair    6             5
setup buffers               12             1
gates resized               71             5
pin swaps                   10             6
[power by group through the flow]
stage	combinational (mW)	sequential, mW	clock [mW]
CTS	0.274	0	0
global route	0.295	0	0
finish	0.272	0	0
[stage by stage]
step | area [um^2] | TNS, ns | setup slack [ns]
finish | 811 | -1.78 | -0.516
global route | 811 | -1.97 | -0.574
detailed placement | 641 | -6.69 | -1.35
CTS | 828 | -2.24 | -0.653
global placement | 641 | -6.72 | -1.36
floorplan | 407 | -0.230 | -0.230
Power figures rest on the tool's default switching activity, not on a simulated workload.
