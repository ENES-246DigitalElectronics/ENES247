==> ./design.v <==
module BCD(
	input [7:0] binary,
	output reg [3:0] Hundreds,
	output reg [3:0] Tens,
	output reg [3:0] Ones
	);
	integer i;
	always_comb begin
		Hundreds = 0;
		Tens = 0;
		Ones = 0;
		for (i=7; i>=0; i=i-1) begin
			if (Hundreds >= 5) Hundreds = Hundreds + 3;
			if (Tens >= 5) Tens = Tens + 3;
			if (Ones >= 5) Ones = Ones + 3;
			Hundreds = Hundreds << 1;
			Hundreds[0] = Tens[3];
			Tens = Tens << 1;
			Tens[0] = Ones[3];
			Ones = Ones << 1;
			Ones[0] = binary[i];
		end
	end
endmodule
==> ./run.sh <==
#!/bin/bash
# OpenROAD 26Q1-2900-gdf79404cd8, Yosys 0.63+post, stock flow scripts
make -C /OpenROAD-flow-scripts/flow DESIGN_CONFIG=/design/flow/config.mk WORK_HOME=/design/flow/orfs finish
==> ./config.mk <==
export PLATFORM = sky130hd
export DESIGN_NAME = BCD
export DESIGN_NICKNAME = BCD
export VERILOG_FILES = /design/flow/design.v
export SDC_FILE = /design/flow/constraint.sdc
export NUM_CORES = 4
export LEC_CHECK = 1
export CORE_AREA = 10 10 70 70
export DIE_AREA = 0 0 80 80
==> ./constraint.sdc <==
current_design BCD

set clk_period 5.3
set clk_io_pct 0.2

create_clock -name clk0 -period $clk_period

set non_clock_inputs [all_inputs -no_clocks]
set_input_delay [expr $clk_period * $clk_io_pct] -clock clk0 $non_clock_inputs
set_output_delay [expr $clk_period * $clk_io_pct] -clock clk0 [all_outputs]
==> impl_metrics.ini <==
; yosys + openroad results
[final_timing]
grt_setup_unrepaired = yes
maxSlewHeadroom_pct = 61.82
finalHoldViolCount = 0
setup_viol = 9
max_freq_mhz = 169.3
setup_slack_ns = -0.6073
slew_violations = 0
tightest_slew_ns = 0.5675
post-route-min-period_ns = 5.907
finalClockPeriodUsage_pct = 111.5

[detailed_routing]
routed_via_density = 5.138
dr.first_iter.drc_count = 70
drc = 0
ant_nets = 0
vias = 1269
drt-total-wl_mm = 2.922
dr.pass1.iters = 4
wl_per_cell_um = 11.83
n_antenna_cell = 0

[finish]
area_delta_synth_final_pct = 90.67
final-seq-area_um2 = 0
design.seq.count = 0
final_cells = 247
clkbuf_count = 0
fillers = 298
drive_above_1_share_pct = 58.71

[synth]
ys_warn_count = 1
synth_cell_types = 60
syn_avg_cell_area_um2 = 7.053
ys_area_um2 = 952.2
yosysMostFrequentCell = nor2_1
yosys_cells = 135
yosys.stat.seqShare_pct = 0
common_cells = nor2_1 (14), a21oi_1 (10), ha_1 (9), inv_1 (9)
largest_area_cell = ha_1
postSynthCellCount = 135
syn-cell-area_um2 = 952.2
topCellsByArea = ha_1 (12%), nor2_1 (5.5%), a21oi_1 (5.3%), mux2i_1 (4.2%), inv_1 (3.5%)
top_area_share_pct = 11.83

[die]
die_w_um = 80
die.size.y_um = 80
io_pins = 20
core_um2 = 3416
fp-row-count = 21
floorplan.core_util_pct = 27.88
die_area_um2 = 6400

[power_and_ir_drop]
leakage_nw = 0.8058
p_sw_share_pct = 44.29
combPwrFrac_pct = 100.0
power.net_switching_mw = 0.1983
pwr-share-clk_pct = 0
peakVddDrop_v = 0.0001181
power_density_nw_per_um2 = 246.6
intPower_mw = 0.2494
seq_power_share_pct = 0
finalPower_mw = 0.4477

[min_path]
hold_depth = 0
min_from = binary[0]
hold_end = Ones[0]
min_path_type = input pin to output port

[place]
dp.cells = 227
io_buffers = 16
place.gp.congestion = 0.9159
hpwlAfterDp_mm = 2.115

[global_route]
antenna_found_initial = 0
met2_usage_pct = 13.80
grt_use_met3_pct = 0.4545
grt_overflow = 0
grt_max_degree = 13
grt_util_met1_pct = 14.00
grt_pass1_wl_mm = 5.085
grt_busiest_layer = met1
grt_pass1_vias = 1148
grt_usage_pct = 8.965

[worst_setup_path]
crit_required_ns = 4.24
cp_max_fo = 4
worstSetupPathType = input pin to output port
end_kind = output port
critPathArrivalTime_ns = 4.85
critical_path.startpoint = binary[5]
cp-start-kind = input pin

[job]
openroad.warnings = 38
maxCapViolations = 0

[run_status]
status = complete, but fails checks
violations = negative setup slack
-- cells by family after synthesis --
logic type      share of synthesized area [%]
fa+ha+maj                               11.83
mux                                     5.650
buf+inv                                 8.409
xor+xnor                                4.469
compound gates                          38.37
simple gates                            30.88
other cells                            0.3938
-- placed cells by master (no fill, tap or decap), drive strengths merged, types with 2 or more instances in the layout --
master,instances
nand2,7
nor2,14
a211oi,3
nand3,4
buf,66
clkdlybuf4s50,4
a21oi,11
nor3,4
or2,2
xnor2,4
a31oi,2
nand4,3
or3,3
dlygate4sd2,2
inv,8
ha,9
a21o,4
o21ai,11
nand2b,2
o32ai,2
mux2i,5
conb,2
and3,2
a22oi,2
-- how the worst max path moves through the flow --
stage | end | slack (ns) | cells past startpoint
final | Hundreds[0] | -0.61 | 26
after CTS | Hundreds[0] | -0.67 | 26
after global routing | Hundreds[0] | -0.82 | 26
-- repair_timing --
item,CTS,global route
buffers inserted,18,2
setup endpoints to repair,9,9
pin swaps,38,15
hold buffers,0,0
gates resized,88,2
-- through the flow --
step / TNS, ns / utilization, % / instance area (um2) / hold slack, ns / setup WS [ns]
6_report: -4.107 / 53.15 / 1815 / 2.120 / -0.6073
5_1_grt: -5.991 / 53.15 / 1815 / 2.120 / -0.8175
4_1_cts: -4.514 / 52.38 / 1789 / 2.120 / -0.6685
3_5_place_dp: -11.98 / 42.60 / 1455 / 2.120 / -1.443
3_3_place_gp: -11.51 / 42.60 / 1455 / 2.120 / -1.351
2_1_floorplan: -2.246 / - / 1013 / 2.186 / -0.3129
-- worst max-delay path, stage by stage --
cell	delay, ns
buf_6	0.10
clkinvlp_4	0.07
ha_4	0.12
inv_2	0.03
ha_4	0.16
a21oi_4	0.14
xnor2_2	0.15
ha_2	0.21
and2b_1	0.19
buf_6	0.12
a211oi_2	0.13
buf_4	0.15
o2111ai_4	0.12
ha_2	0.22
or2b_4	0.23
o2bb2ai_4	0.06
o31a_1	0.33
nor3_2	0.24
buf_4	0.16
o32ai_4	0.07
xnor2_2	0.16
buf_4	0.15
buf_6	0.11
a31oi_4	0.14
xnor2_2	0.12
buf_2	0.11
-- layer usage --
layer | wire length, um | part of all wire (%)
met5 | 0 | 0
met4 | 0 | 0
met3 | 115 | 3.9
met2 | 1257 | 43
met1 | 1549 | 53
-- area by class of cell --
class	count	area, um2	share of cell area (%)
multi-input cells	120	1151	63.40
inverters	9	40.04	2.205
well taps	46	57.56	3.170
repair buffers	72	566.8	31.22
-- power groups by stage --
stage     registers (mW)  logic [mW]  clock network [mW]
6_report               0       0.448                   0
4_1_cts                0       0.432                   0
5_1_grt                0       0.490                   0
Power is estimated from default activity; no workload was simulated.
